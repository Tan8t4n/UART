<file path="flow/design.v">
module uart_tx (
    input wire clk,             
    input wire reset,           
    input wire [7:0] data,      
    output reg tx,              
    output reg ready            
);
    parameter CLOCK_FREQ = 50000000;   
    parameter BAUD_RATE = 9600;        
    parameter SAMPLE_COUNT = CLOCK_FREQ / (BAUD_RATE);   
    reg [3:0] bit_count;       
    reg [7:0] shift_reg;       
    reg [15:0] cycle_count;    
    reg [1:0] state;           
    localparam STATE_IDLE = 2'b00,
               STATE_START = 2'b01,
               STATE_DATA = 2'b10,
               STATE_STOP = 2'b11;
    always @(posedge clk or posedge reset) begin
        if (reset) begin
            state <= STATE_IDLE;
            cycle_count <= 16'd0;
            bit_count <= 4'd0;
            tx <= 1'b1;         
            ready <= 1'b1;
            shift_reg <= 8'd0;  
        end else begin
            case (state)
                STATE_IDLE: begin
                    		tx <=1'b1; 
                        shift_reg <= data;   
                        cycle_count <= 16'd0;
                        bit_count <= 4'd0;
                        ready <= 1'b0;
								state <= STATE_START;
                  end
                STATE_START: begin
                    tx <= 1'b0;   
                    if (cycle_count == SAMPLE_COUNT - 1) begin
                        cycle_count <= 16'd0;
                        state <= STATE_DATA;
                    end else begin
                        cycle_count <= cycle_count + 1;
                    end
                end
                STATE_DATA: begin
                    tx <= shift_reg[0];   
                    if (cycle_count == SAMPLE_COUNT - 1) begin
                        cycle_count <= 16'd0;
                        shift_reg <= shift_reg >> 1;   
                        if (bit_count < 7) begin
								   bit_count <= bit_count + 1;
                        end else begin
								     bit_count <= 0;
                            state <= STATE_STOP;
                        end
                    end else begin
                        cycle_count <= cycle_count + 1;
                    end
                end
                STATE_STOP: begin
                    tx <= 1'b1;   
                    if (cycle_count == SAMPLE_COUNT - 1) begin
                        state <= STATE_IDLE;
                        ready <= 1'b1;   
                    end else begin
                        cycle_count <= cycle_count + 1;
                    end
                end
                default: state <= STATE_IDLE;
            endcase
        end
    end
endmodule
</file>
<file path="flow/run.sh">
#!/bin/bash
# OpenROAD 26Q1-2900-gdf79404cd8, Yosys 0.63+post, stock flow scripts
make -C /OpenROAD-flow-scripts/flow DESIGN_CONFIG=/design/flow/config.mk WORK_HOME=/design/flow/orfs finish
</file>
<file path="flow/config.mk">
export PLATFORM = sky130hd
export DESIGN_NAME = uart_tx
export DESIGN_NICKNAME = uart_tx
export VERILOG_FILES = /design/flow/design.v
export SDC_FILE = /design/flow/constraint.sdc
export NUM_CORES = 4
export LEC_CHECK = 1
export CORE_UTILIZATION = 40
</file>
<file path="flow/constraint.sdc">
current_design uart_tx

set clk_period 3.4
set clk_io_pct 0.2

create_clock -name clk0 -period $clk_period [get_ports {clk}]

set non_clock_inputs [all_inputs -no_clocks]
set_input_delay [expr $clk_period * $clk_io_pct] -clock clk0 $non_clock_inputs
set_output_delay [expr $clk_period * $clk_io_pct] -clock clk0 [all_outputs]
</file>
==> notes.md <==
The full implementation flow was run.

By area the synthesized netlist is led by dfrtp_1, dfstp_2, o21ai_0, inv_1, a32oi_1. The post-synthesis instance area stands at 0.001774 mm^2. The violation count after the first detailed-routing iteration stands at 100. Along the worst hold path, the cell count comes to 1. Port buffering added 11 buffers. The congestion estimate from routability-driven global placement came to 0.8065. Across the whole layout, storage elements account for 854.6 um^2. The setup path with the least slack is of type flip-flop to flip-flop. The synthesis area per yosys stands at 0.001774 mm^2. Wires add up to 3784 um.

The met3 global-route usage stands at 3.500%. The setup clock skew after layout stands at 0.005969 ns. The initial utilization of the core area, before any placement, comes to between 40 and 50%.

For this design the top-level I/O count stands at 12. The count of distinct cell types in the synthesized netlist stands at 48. The normalized max-slew margin stands at between 40 and 50%.

The final-layout setup total negative slack stands at 0 ns. Per the post-route antenna check, the number of violating nets is 0. TritonCTS built the clock tree.

The maximum fanout along the worst path stands at 11. On the reported timing paths, the clock transition at the registers reads 0.07 ns. Counting tap cells, the placed design contains a total of 230 instances.

Per the CTS log, the maximum H-tree level is 2. The initial antenna violation count is 0. Looking at the clock tree report, the root buffer type is clkbuf_8.

The ratio of routed vias to standard cells stands at 5.874. The residual overflow from global routing stands at 0. The final report lists a non-filler cell total of roughly 240. In the global route stage, met1 resource usage came out at about a third. The core occupancy in the finished layout stands at 49.83%.

The max capacitance violation total stands at 0. After layout, the design draws a total of 0.8878 mW. The die is a little under 70 um wide.

STA classifies the critical path endpoint as a flip-flop. In this build the clock could be raised as far as 396.9 MHz. The run finished with clean final reports.

The number of OpenROAD warnings stands at 25. Buffers inserted to repair hold after CTS numbered 0. For the worst-skew pair, the clock arrives at the later sink with an insertion delay of 0.29 ns. The average wire per cell in the routed design stands at 15.90 um. The final timing report gives a worst setup slack of 0.8802 ns. The area of the core stands at approximately 0.0041 mm^2. In this run, post-CTS repair resized a total of 0 instances.

The DRC violation count after routing stands at 0. The clock tree has to reach 34 sinks. The final report gives the standard cell area, fillers excluded, as 0.002051 mm^2. The area taken by multi-input combinational cells is reported as ~820 um^2. After floorplanning, the die was sized to cover 0.004706 mm^2. 0 antenna diodes ended up in the layout. The pin closest to its max-slew limit shows a slew of 0.8813 ns. Counting pins that exceed their max-slew limit in the final report gives 0. Setup repair after global routing left no endpoint under its margin.

The worst VDD IR drop from the latest analysis is 0.3232 mV. The async set-or-reset flop fraction in the synthesized netlist stands at about 100%. The final count of hold timing violations stands at 0. The number of cells on the worst reg-to-reg path stands at 5. The commonest register cell is dfrtp_1.

The height of the die stands at 68.60 um. The global router reports that the layer with the highest usage is met1. Per the final layout report, the fraction of cells sized above drive strength 1 comes to a little over a tenth. The report lists the power per cell area as about 430 mW/mm^2. Final hold analysis gives a worst-case slack of approximately 0.50 ns. The met2 layer usage reported by global route stands at 28.19%. The area share of the largest cell type after synthesis stands at 43.72%. Summed over all nets, the half-perimeter wirelength after detailed placement is between 2000 and 3000 um. After layout, the worst path uses 74.11% of the clock period. The setup slack after placement stands at 0.9266 ns. The cell count in the Yosys report stands at around 180. The number of setup buffers added after CTS stands at 0. The maximum number of buffers from clock root to sink stands at 2. The via count of the first global-routing pass stands at 1385. The total iterations of the first detailed-routing run stands at 4. The maximum number of pins on one net before global-route repair stands at 35. The part of the Yosys area used for sequential elements stands at 48.17%.

The floorplan has 23 rows. The register with the most flip-flops in the layout has 16 of them. Per the synthesis report, the dominant area consumer among library cells is dfrtp_1.

The post-layout minimum cycle time stands at between 2 and 3 ns. The synthesis run shows the most used standard cells to be dfrtp_1, inv_1, o21ai_0. The post-synthesis instance total stands at approximately 180.

Yosys mapped a number of flops with a built-in enable equal to 0. In this run, synthesis produced a sequential element count of 34. The number of synthesis warnings stands at 1. The number of filler cells placed in the layout stands at 371. According to the timing report, the arrival time at the worst endpoint equals approximately 2.7 ns. In this run the cell area measured after placement is 0.001908 mm^2. The layout-stage area growth over the synthesis result stands at 15.59%. Note that the worst hold path type here is flip-flop to flip-flop. Global routing consumed, over all layers together, 19.54% of the routing resources.

The count of endpoints failing setup in the final report stands at 0. dfrtp_1 is the most common cell in the netlist. Per the TritonCTS log, the buffer count is 5. The first global-routing pass estimated approximately 6700 um of wire. The required time of the critical path stands at 3.54 ns. The reported leakage power stands at 0.8728 nW.

A synthesized cell averages 10.08 um^2. The worst setup path is launched from a flip-flop. The detailed router placed 1398 vias in this run.
critical path: stages (launching register included):
cell and delay, ns:
dfrtp_1 0.41, ha_1 0.23, nor4bb_1 0.42, nand4_2 0.35, o21ai_1 0.77, a22oi_1 0.20
cells by family after synthesis:
logic type,count (synthesis),share of synthesized area (%)
and+or+nand+nor,56,19.68
AOI/OAI and AO/OA,48,18.20
DFF,34,48.17
buffers and inverters,23,5.782
xor gates and xnor gates,8,3.949
muxes,5,2.821
adders and majority gates,2,1.410
path summary, 6_finish.rpt:
check / startpoint / to / slack (ns)
setup / recovery: cycle_count[0] / cycle_count[14] / 0.88
hold / removal: shift_reg[0] / tx / 0.50
setup reg to reg: cycle_count[0] / cycle_count[14] / 0.88
hold reg to reg: shift_reg[0] / tx / 0.50
max in group asynchronous: reset / state[0] / 2.26
min in group asynchronous: reset / shift_reg[0] / 0.79
layer usage:
metal / vias to the layer above / share of wire, % / wire (um)
met5: - / 0 / 0
met1: 675 / 49 / 1853
met2: 44 / 44 / 1677
li1: 672 / - / -
met4: 0 / 1.2 / 46
met3: 7 / 5.4 / 206
cell usage in the layout (no fill, tap or decap), types with 2 or more instances in the layout:
| cell | Yosys | final |
|---|---|---|
| a32oi_1 | 6 | 6 |
| nor4bb_1 | 2 | 2 |
| clkdlybuf4s50_1 | 0 | 11 |
| and4_1 | 2 | 2 |
| nor4_1 | 3 | 3 |
| inv_1 | 15 | 15 |
| dfstp_2 | 3 | 3 |
| nand3_1 | 8 | 8 |
| o22ai_1 | 3 | 3 |
| o221ai_1 | 2 | 2 |
| xor2_1 | 4 | 4 |
| nor3_1 | 2 | 2 |
| or4_1 | 3 | 3 |
| o21ai_0 | 12 | 12 |
| nand2_1 | 11 | 11 |
| or4_4 | 2 | 2 |
| a22oi_1 | 3 | 3 |
| ha_1 | 2 | 2 |
| clkbuf_8 | 0 | 6 |
| mux2i_1 | 5 | 5 |
| xnor2_1 | 4 | 4 |
| o31ai_1 | 4 | 4 |
| bufinv_16 | 0 | 2 |
| a21oi_1 | 9 | 9 |
| nand4_1 | 3 | 3 |
| nor2_1 | 5 | 5 |
| nand4_2 | 2 | 2 |
| dfrtp_1 | 31 | 31 |
| nand2b_1 | 3 | 3 |
| a22oi_2 | 2 | 2 |
| nand3b_1 | 2 | 2 |
cell type report:
| cell class | count | share of cell area [%] |
|---|---|---|
| Multi-Input combinational cell | 119 | 39.84 |
| Tap cell | 50 | 3.051 |
| Inverter | 15 | 2.746 |
| Clock inverter | 2 | 2.929 |
| Sequential cell | 34 | 41.67 |
| Timing Repair Buffer | 12 | 5.735 |
| Clock buffer | 6 | 4.027 |
power by group:
part	leakage (nW)	switching, mW	internal (mW)
clock	0.0714	0.151	0.313
combinational	0.379	0.00931	0.00982
sequential	0.422	0	0.404
No activity file was given, so power comes from the tool's default toggle rates.
