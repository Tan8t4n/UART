`flow/design.v`:
```
module ascii_to_7_segment(
    input [7:0] ascii_code,  
    output reg [6:0] seven_seg  
);
always @(ascii_code) begin
    case (ascii_code)
        8'h30: seven_seg = 7'b1000000;  
        8'h31: seven_seg = 7'b1111001;  
        8'h32: seven_seg = 7'b0100100;  
        8'h33: seven_seg = 7'b0110000;  
        8'h34: seven_seg = 7'b0011001;  
        8'h35: seven_seg = 7'b0010010;  
        8'h36: seven_seg = 7'b0000010;  
        8'h37: seven_seg = 7'b1111000;  
        8'h38: seven_seg = 7'b0000000;  
        8'h39: seven_seg = 7'b0010000;  
        8'h41: seven_seg = 7'b0001000;  
        8'h42: seven_seg = 7'b0000011;  
        8'h43: seven_seg = 7'b1000110;  
        8'h44: seven_seg = 7'b0100001;  
        8'h45: seven_seg = 7'b0000110;  
        8'h46: seven_seg = 7'b0001110;  
        default: seven_seg = 7'b1111111;  
    endcase
end
endmodule
module led_display (
    input wire clk,            
    input wire reset,          
    input wire [7:0] uart_data,  
    input wire uart_ready,     
    output reg [7:0] led       
);
    always @(posedge clk or posedge reset) begin
        if (reset) begin
            led <= 8'd0;  
        end else if (uart_ready) begin
            led <= uart_data;  
        end
    end
endmodule
module top (
    input wire clk,
    input wire rx,
	 input wire reset,
    output wire [7:0] leds,
	 output wire [6:0] segs,
	 output led2,
	 output wire ready
);
    wire [7:0] data;
    wire data_ready;
    uart_rx uart_receiver (
    .clk(clk),
    .reset(reset),
    .rx(rx),
    .data(data),
    .ready(ready)
);
led_display led_dis_inst (
        .clk(clk),
        .reset(reset),
        .uart_data(data),
        .uart_ready(ready),
        .led(leds)
    );
	ascii_to_7_segment led_7_seg (
	.ascii_code(data),
   .seven_seg(segs)
	);
	 assign led2 = reset;
endmodule
module uart_rx (
    input wire clk,            
    input wire reset,          
    input wire rx,             
    output reg [7:0] data,     
    output reg ready      
);
    parameter CLOCK_FREQ = 50000000;   
    parameter BAUD_RATE = 9600;        
    parameter SAMPLE_COUNT = CLOCK_FREQ / (BAUD_RATE);  
    reg [3:0] bit_count;       
    reg [7:0] shift_reg;       
    reg [15:0] cycle_count;    
    reg [1:0] state;           
    reg rx_sync_0, rx_sync_1;  
    localparam STATE_IDLE = 2'b00,
               STATE_START = 2'b01,
               STATE_DATA = 2'b10,
               STATE_STOP = 2'b11;
    always @(posedge clk or posedge reset) begin
        if (reset) begin
            rx_sync_0 <= 1'b1;
            rx_sync_1 <= 1'b1;
        end else begin
            rx_sync_0 <= rx;
            rx_sync_1 <= rx_sync_0;
        end
    end
    always @(posedge clk or posedge reset) begin
        if (reset) begin
            state <= STATE_IDLE;
            cycle_count <= 16'd0;
            bit_count <= 4'd0;
            ready <= 1'b0;
            data <= 8'd0;
            shift_reg <= 8'd0;
        end else begin
            case (state)
                STATE_IDLE: begin
                    ready <= 1'b0;   
                    if (!rx_sync_1) begin   
                        state <= STATE_START;
                        cycle_count <= 16'd0;
                    end
                end
                STATE_START: begin
                    if (cycle_count == SAMPLE_COUNT / 2) begin
                        if (!rx_sync_1) begin   
                            state <= STATE_DATA;
                            bit_count <= 4'd0;
                            cycle_count <= 16'd0;
                        end else begin
                            state <= STATE_IDLE;
                        end
                    end else begin
                        cycle_count <= cycle_count + 1'b1;
                    end
                end
                STATE_DATA: begin
                    if (cycle_count == SAMPLE_COUNT - 1) begin
                        cycle_count <= 16'd0;
                        shift_reg <= {rx_sync_1, shift_reg[7:1]};   
                        if (bit_count == 7) begin
                            state <= STATE_STOP;
                        end else begin
                            bit_count <= bit_count + 1;
                        end
                    end else begin
                        cycle_count <= cycle_count + 1'b1;
                    end
                end
                STATE_STOP: begin
                    if (cycle_count == SAMPLE_COUNT - 1) begin
                        if (rx_sync_1) begin   
                            data <= shift_reg;
                            ready <= 1'b1;
                        end
                        state <= STATE_IDLE;   
                    end else begin
                        cycle_count <= cycle_count + 1'b1;
                    end
                end
                default: state <= STATE_IDLE;
            endcase
        end
    end
endmodule
```
`flow/run.sh`:
```
#!/bin/bash
# OpenROAD 26Q1-2900-gdf79404cd8, Yosys 0.63+post, stock flow scripts
make -C /OpenROAD-flow-scripts/flow DESIGN_CONFIG=/design/flow/config.mk WORK_HOME=/design/flow/orfs finish
```
`flow/config.mk`:
```
export PLATFORM = sky130hd
export DESIGN_NAME = top
export DESIGN_NICKNAME = top
export VERILOG_FILES = /design/flow/design.v
export SDC_FILE = /design/flow/constraint.sdc
export NUM_CORES = 4
export LEC_CHECK = 1
export CORE_UTILIZATION = 50
```
`flow/constraint.sdc`:
```
current_design top

set clk_period 5.0
set clk_io_pct 0.2

create_clock -name clk0 -period $clk_period [get_ports {clk}]

set non_clock_inputs [all_inputs -no_clocks]
set_input_delay [expr $clk_period * $clk_io_pct] -clock clk0 $non_clock_inputs
set_output_delay [expr $clk_period * $clk_io_pct] -clock clk0 [all_outputs]
```
==> impl_metrics.json <==
{
  "r2r_start": "uart_receiver.cycle_count[0]",
  "hold_violations": 0,
  "grt-ovfl-total": 0,
  "min_period_ns": 3.64,
  "r2r_slack_ns": 2.47,
  "avgRoutedWirePerCell_um": 15.1,
  "fp_util_pct": 51.8,
  "clkLatencyLatePin_ns": 0.31,
  "pre_cts_ws_ns": 1.75,
  "fill_cells": 512,
  "core_region_area_mm2": 0.00547,
  "chipHeight_um": 77.3,
  "yosysSeqAreaShare_pct": 45.1,
  "synth_stat.cells": 290,
  "setup_ws_ns": 1.36,
  "cts_sinks": 51,
  "cts_tree": "built",
  "fmax_mhz": 275,
  "internal_power_uw": 520,
  "cts_setup_buffers": 0,
  "tightestPinTransition_ns": 0.993,
  "clock_path_buffers": 2,
  "hold_path_end": "uart_receiver.rx_sync_1",
  "p_per_area_mw_per_mm2": 215,
  "synthArstFlopShare_pct": 100,
  "syn_area_mm2": 0.00284,
  "io_buffers": 19,
  "die-area_mm2": 0.00598,
  "comb_area_mm2": 0.00142,
  "ys.flop_type": "dfrtp_1",
  "finalClockSkew_ns": 0.0125,
  "die_x_um": 77.3,
  "worstPathRequired_ns": 4.00,
  "pwr-share-clk_pct": 36.8,
  "cts_buffers": 5,
  "drtIter0Drc": 86,
  "grt_max_degree": 52,
  "grt_first_pass_wirelength_um": 9970,
  "num_rows": 27,
  "warnings": 26,
  "yosysWarnings": 3,
  "top_cell_area_share_pct": 42.4,
  "clk_pin_slew_ns": 0.11,
  "hp-class": "reg2reg",
  "drcViolationCount": 0,
  "num_vias": 2181,
  "run_status": "completed",
  "seqCellArea_mm2": 0.00128,
  "gp_routability_congestion": 0.823,
  "regMostFlops": "uart_receiver.cycle_count",
  "crit_type": "reg2out",
  "antenna_found_initial": 0,
  "cts_root_buffer": "clkbuf_8",
  "regToRegEndpoint": "uart_receiver.cycle_count[6]",
  "drt-total-wl_um": 5620,
  "ant_nets": 0,
  "slowest_stage": "nor4b_1",
  "drtPass1Iterations": 4,
  "cts_hold_buffers": 0,
  "ir_worst_vdd_uv": 128,
  "top_level_ports": 20,
  "dp_hpwl_um": 3800,
  "power_switching_uw": 154,
  "cts_resized": 0,
  "grt_pass1_vias": 2049,
  "vias_per_cell": 5.86,
  "synth_area_per_cell_um2": 9.78,
  "p_sw_share_pct": 22.8,
  "max_cap_violations": 0,
  "num_antenna_cells": 0,
  "yosys-stat-area_mm2": 0.00284,
  "tns_ns": 0,
  "ff2ff_path_depth": 7,
  "pwr-share-seq_pct": 61.5,
  "slew_headroom_pct": 32.9,
  "top_area_cell": "dfrtp_1",
  "yosysUniqueCellTypes": 56,
  "yosysMostFrequentCell": "dfrtp_1",
  "ys_top_cells_by_count": "48 x dfrtp_1, 28 x nand2_1, 23 x mux2_2",
  "crit_path_start_kind": "flip-flop",
  "cp.depth": 6,
  "power_leakage_uw": 0.00132,
  "path_max_fanout": 6,
  "ys_ff": 51,
  "slew_viol_final": 0,
  "endpoint_kind": "primary output",
  "top_cells_by_area": "dfrtp_1 42%, mux2_2 9.1%, nand2_1 3.7%",
  "critPathBufInv": 1,
  "path_cells": "nor4b_1 > nand2_1 > a22oi_1 > o21ai_0 > a21boi_0 > clkdlybuf4s50_1",
  "cp.arrival_ns": 2.64,
  "area_growth_pct": 10.6,
  "largest_reg_flops": 16,
  "combPwrFrac_pct": 1.7,
  "slowest_delay_ns": 0.88,
  "rsz0062_at_grt": "false",
  "cp_top_family": "simple AND/OR/NAND/NOR gates",
  "layout-drive-gt1-share_pct": 14.0,
  "syn_inst": 290,
  "track_usage_pct": 21.4,
  "fin_crit_sh_pct": 72.9,
  "edf_count": 0,
  "worstHoldPathCells": 0,
  "setup_viol": 0,
  "cts_htree_levels": 2,
  "hp-start": "uart_receiver.rx_sync_0"
}
==> worst max-delay path by stage <==
stage	startpoint	endpoint	slack (ns)
after CTS	uart_receiver.data[4]	segs[2]	1.37
after global routing	uart_receiver.data[4]	segs[2]	1.08
final	uart_receiver.data[4]	segs[2]	1.36
==> per-layer routing <==
metal | vias up | global-route usage (%) | share of wire (%)
met5 | - | 0 | 0
met4 | 0 | 1.89 | 1.0
met3 | 5 | 2.66 | 2.5
met2 | 36 | 34.8 | 48
met1 | 1036 | 33.4 | 48
li1 | 1104 | - | -
==> cell type report <==
cell class,count,share of cell area [%]
Clock buffer,5,2.19
Clock inverter,3,0.838
Timing Repair Buffer,21,6.54
Tap cell,72,2.87
Sequential cell,51,40.8
Multi-Input combinational cell,208,45.3
Inverter,12,1.44
==> cells by family after synthesis <==
kind of cell               share of synthesized area (%)
and+or+nand+nor                                     20.0
buffers and inverters                               4.77
adders and majority gates                           1.32
xor gates and xnor gates                           0.618
DFF                                                 45.1
muxes                                               9.84
AOI/OAI and AO/OA                                   18.3
==> power groups by stage <==
stage	Sequential, uW	Clock [uW]	Combinational, uW
6_report	414	248	11.3
5_1_grt	415	277	13.6
4_1_cts	414	260	12.2
==> layout by cell type, fill, tap and decap left out, drive strengths merged, types with 3 or more instances in the layout <==
master         netlist  final
nand2b               3      3
clkdlybuf4s50        0     19
a31oi               13     13
inv                 12     14
nand2               28     28
ha                   3      3
nor3                 5      5
a41oi                4      4
and3                 4      4
a21oi               13     13
mux2                23     23
o211ai               3      3
dfrtp               48     48
nor4b                3      3
a22oi                3      3
o21ai               24     24
nor4bb               5      5
nor2                12     12
nand3               17     17
and4                 4      4
o22ai                4      4
dfstp                3      3
nand4                3      3
clkbuf               9      5
==> stage by stage <==
step	hold WS [ns]	instances	instance area, um^2	total power, uW	utilization, %
2_1_floorplan	0.345	290	2840	429	-
3_3_place_gp	0.346	364	3040	434	55.6
3_5_place_dp	0.351	364	3040	434	55.6
4_1_cts	0.365	372	3140	686	57.3
5_1_grt	0.371	372	3140	705	57.3
6_report	0.365	372	3140	673	57.3
Power is estimated from default activity; no workload was simulated.
